[design.v]
`timescale 1ns / 1ps
module clockdivider(
    input raw,
    output reg clk
    );
	reg [24:0] ff;
always @ (posedge raw)
	{clk,ff}<=ff+1;
endmodule
[run.sh]
#!/bin/bash
# OpenROAD 26Q1-2900-gdf79404cd8, Yosys 0.63+post, stock flow scripts
make -C /OpenROAD-flow-scripts/flow DESIGN_CONFIG=/design/flow/config.mk WORK_HOME=/design/flow/orfs finish
[config.mk]
export PLATFORM = sky130hd
export DESIGN_NAME = clockdivider
export DESIGN_NICKNAME = clockdivider
export VERILOG_FILES = /design/flow/design.v
export SDC_FILE = /design/flow/constraint.sdc
export NUM_CORES = 4
export LEC_CHECK = 1
export CORE_AREA = 10 10 104 104
export DIE_AREA = 0 0 114 114
[constraint.sdc]
current_design clockdivider

set clk_period 4.4
set clk_io_pct 0.2

create_clock -name clk0 -period $clk_period [get_ports {raw}]

set non_clock_inputs [all_inputs -no_clocks]
set_input_delay [expr $clk_period * $clk_io_pct] -clock clk0 $non_clock_inputs
set_output_delay [expr $clk_period * $clk_io_pct] -clock clk0 [all_outputs]
==> run summary <==
flow finished, numbers: Synth cell types 19, hpwl dp 1000 µm, worst path arrival time 1040 ps, fin area 1180 µm², setup bufs post-CTS 0, DRC errors left 0, Net Sw Power 0.0702 mW, post-synthesis cell count 96, RSZ-0062 raised after global routing no, CP bufs+invs 1, Cell Count, Final, Fillers Out 208, R2R setup slack 2730 ps, Synth Area per Inst 10.4 µm², Remaining Overflow, GRT 0, HP Start ff[0], GR Layer Usage met1 3.19%, Flop pwr share 61.0%, Top-area cell share 52.3%, DP Cell Count 204, CTS buffer count 3, largest net degree at the start of global routing 15, wire per inst 6.76 µm, hold endpoint ff[0], DR vias/cell 3.00, cells on worst reg2reg path 4, die x size 114 µm, Clock power frac 39.0%, Top delay family on crit path buffers and inverters, Worst path slowest cell clkdlybuf4s50_1, Longest Clk Path Bufs 2, Worst slew margin 66.7%, Clock transition at path regs 80 ps, P_leak 0.430 nW, Synth Cell Area 995 µm², critical path depth in cells 1, # port buffers 1, hold path cells 1, crit path from clk, worst hold slack 415 ps, initial detailed-routing violation count 24, slew at the pin closest to its max-slew limit 496 ps, Seq/Total Area, Yosys 52.3%, CP endpoint kind output pin, Resized cells post-CTS 0, TritonCTS clock tree yes, Final Hold Viols 0, Sw Ratio 18.2%, Tcrit/Tclk final 43.5%, vias in the first global route 580, io pins 2, yosys cell count 96, clk latency late pin 260 ps, CP startpoint kind flop, Chip Area, Yosys 995 µm², largest area contributor in the netlist dfxtp_1, routability cong. 0.706, hold_buf cts 0, MaxCap Viol Count 0, Die Area 13000 µm², Pwr Total 0.385 mW, Top Layout Cells dfxtp_1 (26), nand3_1 (13), xnor2_1 (12), highest clock rate 0.522 GHz, met2 GRT Util 3.38%, Hold Crit Class reg2reg, Final Max Tran Viols 0, met3 Track Usage GR 1.28%, placed instance area 1130 µm², initial antenna violation count 0, post-route ant nets 0, Setup CP Type reg2out, Pwr Density 325 nW/µm², Init Core Util 11.5%, Fin Setup TNS 0 ps, CTS Sinks 26, H-tree depth 1, Worst Skew 1.65 ps, ant diodes 0, fraction of final layout cells sized beyond drive strength 1 9.00%, DR vias 625, Root Driver clkbuf_8, crit path time final 1920 ps, synthesis-to-layout area growth 19.0%, top cells, area dfxtp_1 (52%), xnor2_1 (11%), xor2_1 (9.7%), Tool Warnings 25, status finished clean, core box area 8680 µm², yosys warns 1, drt total wl 1410 µm, Reg-to-Reg Start ff[3], Cell Int Power 0.315 mW, DR pass1 iterations 2, most used logic cell in the final layout dfxtp_1, Critical Path RT 3520 ps, final setup fails 0, Max stage delay on crit path 460 ps, num rows 34, first-pass GRT wire length 2580 µm, gr usage total 2.36%, Critical Path Fanout Max 1, cells along the critical path clkdlybuf4s50_1, Reg2Reg Capture Point ff[23], Synthesized registers 26, combinational share of power 0%, die y size 114 µm, Peak VDD IR 0.106 mV, Top Usage Layer GRT met2
==> flip-flops by register name, indices dropped and copies added (netlist names) <==
register	count
clk	1
ff	25
==> per-layer routing <==
metal	vias to the layer above	share of wire, %
li1	333	-
met1	285	52
met2	5	41
met3	2	6.3
met4	0	0.57
met5	-	0
==> worst max-delay path by stage <==
| stage | endpoint |
|---|---|
| 6_report | clk |
| 5_1_grt | clk |
| 4_1_cts | clk |
==> final cells by class <==
type	count	area, µm²
clock buffers	4	55.1
fillers	993	7490
inverters	1	3.75
multi-input cells	68	459
flip-flops and latches	26	520
well taps	108	135
repair buffers	1	10.0
==> stage by stage <==
step	setup WS, ps	util (%)
5_1_grt	2430	13.6
2_1_floorplan	2890	-
3_5_place_dp	2750	13.0
3_3_place_gp	2740	13.0
4_1_cts	2470	13.6
6_report	2480	13.6
==> cells in the mapped netlist <==
cell     instances
and3_1           3
and3_2           1
buf_6            1
dfxtp_1         26
ha_1             1
inv_1            1
nand2_1          6
nand3_1         13
nand4_1          4
nand4_2          1
nor2_1           9
nor3_1           2
nor3_2           1
nor4_1           1
nor4_4           1
or2_2            1
or3_1            1
xnor2_1         12
xor2_1          11
==> kinds of logic after synthesis <==
kind of cell  Yosys count  share of synthesized area (%)
buf+inv                 2                           1.51
fa+ha+maj               1                           1.26
flops                  26                           52.3
simple gates           44                           24.7
xor+xnor               23                           20.3
==> power groups by stage <==
stage	Combinational [mW]	Sequential, mW	Clock [mW]
CTS	0.000000192	0.235	0.156
global route	0.000000192	0.235	0.166
finish	0.000000192	0.235	0.150
Power and IR drop assume default switching activity.
